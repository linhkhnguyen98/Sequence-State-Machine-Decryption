--- /design/flow/config.mk ---
export PLATFORM = sky130hd
export DESIGN_NAME = seqsm
export DESIGN_NICKNAME = seqsm
export VERILOG_FILES = /design/flow/design.v
export SDC_FILE = /design/flow/constraint.sdc
export NUM_CORES = 4
export LEC_CHECK = 1
export CORE_AREA = 10 10 70 70
export DIE_AREA = 0 0 80 80
--- /design/flow/constraint.sdc ---
current_design seqsm

set clk_period 1.0
set clk_io_pct 0.2

create_clock -name clk0 -period $clk_period [get_ports {clk}]

set non_clock_inputs [all_inputs -no_clocks]
set_input_delay [expr $clk_period * $clk_io_pct] -clock clk0 $non_clock_inputs
set_output_delay [expr $clk_period * $clk_io_pct] -clock clk0 [all_outputs]
--- /design/flow/design.v ---
module seqsm #(parameter DW=8, AW=8, byte_count=2**AW) 
(
	input logic clk,
	input logic rst,
	input logic decRqst,
	input logic packetDone,
	input logic preambleDone,
	input logic fInValid,
	output logic getNext, 
	output logic loadLFSR,
	output logic lfsrEn,
	output logic incByteCnt,
	output logic payLoad,
	output logic validOut,
	output logic done
);
	typedef enum {
			 Idle, LoadLFSR, ProcessPreamble, Decrypt, Done
			 } states_t;
			states_t curState;
			states_t nxtState;
always_ff @(posedge clk) begin
	if (rst) curState <= Idle;
	else curState <= nxtState;
end 
always_comb begin
	nxtState = curState;
	getNext = 0;
	loadLFSR = 0;
	lfsrEn = 0;
	incByteCnt = 0;
	payLoad = 1;
	validOut = 0;
	done = 0;
	unique case (curState)
	Idle:begin
		if(decRqst) begin 
			nxtState = LoadLFSR;
			done = 1'b0;
		end
		else begin
			nxtState = Idle;
			done = 1'b1;
		end 
	end
	LoadLFSR:begin
		loadLFSR = 0;
		if(fInValid) begin 
			nxtState = ProcessPreamble;
			loadLFSR = 1;
		end
		else         nxtState = LoadLFSR;
	end
	ProcessPreamble : begin
		if(fInValid) begin
			lfsrEn = 1;
			incByteCnt = 1;
			getNext = 1; 
			payLoad = 0;
			validOut = 1;
		end
		if(preambleDone) begin
			payLoad = 1;
			nxtState = Decrypt;
		end
		else nxtState = ProcessPreamble;
	end
	Decrypt : begin				
		if(fInValid) begin
			lfsrEn = 1;
			incByteCnt = 1;
			getNext = 1;
			validOut = 1;
		end
		if(packetDone) nxtState = Done;
		else nxtState = Decrypt;
	end
	Done : begin
		done = 1;
		nxtState = Idle;
	end
	default: nxtState = Idle;
	endcase  
end  
endmodule  
--- /design/flow/run.sh ---
#!/bin/bash
# OpenROAD 26Q1-2900-gdf79404cd8, Yosys 0.63+post, stock flow scripts
make -C /OpenROAD-flow-scripts/flow DESIGN_CONFIG=/design/flow/config.mk WORK_HOME=/design/flow/orfs finish
==> impl_metrics.toml <==
# yosys + openroad results
[outcome]
outcome = "complete, but fails checks"
violations = "negative setup slack"

[cts]
insertion_delay_ns = 0.25
cts.sinks = 5
clk_pin_slew_ns = 0.04
htree_num_levels = 1
cts_hold_buf = 0
clock_path_buffers = 2
root_buffer = "clkbuf_4"
cts_tree = "done"
cts_made_buffers = 3

[synthesis]
yosys_warnings = 1
edf_count = 0
avgSynthCellArea_um2 = 8.61
ff_type = "dfxtp_1"
most_common_cell = "dfxtp_1"
ys_cells = 25
top_cells_by_count = "dfxtp_1 (5), nand2_1 (4), a21oi_1 (3), buf_4 (3), nand2b_1 (3)"
synthesis.area_um2 = 215
area_leaders = "dfxtp_1 (47%), buf_4 (10%), nand2b_1 (8.7%)"
synth_top_cell_by_area = "dfxtp_1"
synth-seq-cells = 5
yosys_area_um2 = 215
yosysSeqAreaShare_pct = 46.5
synth-async-reset-ratio_pct = 0
synth_cell_types = 11
top_cell_area_share_pct = 46.5
syn_inst = 25

[setup_path]
startpoint_type = "register"
rr_worst_depth = 4
required_ns = 0.80
path_max_fanout = 4
crit_type = "register to output port"
r2r-start = "curState[3]"
r2r-end = "curState[2]"
endpoint_kind = "output port"
worstPathArrival_ns = 0.88
regToRegSetupSlack_ns = 0.19

[run]
warnings = 27
cap_violations = 0

[routing]
vias = 233
drc = 0
vias_per_cell = 2.48
first_pass_iters = 3
wl_um = 737
drt_iter0_drc = 3
antenna_left = 0
diodes = 0
wl_per_cell_um = 7.84

[worst_hold_path]
hold_path_startpoint = "decRqst"
holdPathStages = 3
whs_endpoint = "curState[3]"
min_path_type = "primary input to register"

[sta]
slew_headroom_pct = 90.0
setup_viol = 6
rsz0062_at_grt = "yes"
finalWorstSetupSlack_ns = -0.0776
timing.final.hold_violations = 0
max_clock_freq_mhz = 928
period_used_pct = 108
maxSlewViolCount = 0
tightest_slew_ns = 0.150
timing.final.crit_period_ns = 1.08
fin_skew_ns = 0.000506

[floorplanning]
dieArea_um2 = 6400
fp_util_pct = 6.30
die_h_um = 80
row_count = 21
ios = 13
core-area_um2 = 3420
die_w_um = 80

[power_and_ir_drop]
power_mw = 0.532
p_leak_nw = 0.206
max-vdd-ir-drop_mv = 0.561
power_density_nw_per_um2 = 1200

[finish]
drive_gt1_share_pct = 58.3
areaGrowthSynthToFinish_pct = 105
flop_area_um2 = 106
fin_area_um2 = 442
fin_cells = 94
post-route-util_pct = 12.9
mi_logic_area_um2 = 87.6
largest_reg_flops = 5
num-fill-cells = 411
largestRegisters = "curState: 5 flops"
largest-register = "curState"

[placed_design]
hpwl_um = 533
place_ws_ns = -0.592
place_inst = 86
portBuffers = 12
gp_congestion = 0.784
place_area_um2 = 415

[global_routing]
grt_pass1_vias = 267
grt_antenna_before_repair = 0
overflow = 0
grt_util_all_layers_pct = 2.44
grt_max_degree = 5
grt_pass1_wl_mm = 1.16
## metrics by stage
step	TNS (ns)	hold WS [ns]
2_1_floorplan	0	0.269
3_3_place_gp	-4.10	0.429
3_5_place_dp	-4.28	0.439
4_1_cts	-0.471	0.360
5_1_grt	-0.667	0.393
6_report	-0.401	0.364
## per-layer routing
| layer | track usage [%] | vias to the layer above | routed length, µm |
|---|---|---|---|
| met3 | 3.64 | 0 | 200 |
| li1 | - | 123 | - |
| met4 | 0.176 | 0 | 0 |
| met5 | 0 | - | 0 |
| met1 | 2.74 | 93 | 366 |
| met2 | 2.49 | 17 | 170 |
## power by group
group          internal [mW]  switching, mW  total (mW)  leakage [nW]
Clock                  0.151         0.0876       0.239        0.0150
Sequential             0.210        0.00453       0.214        0.0426
Combinational         0.0530         0.0259      0.0789         0.148
Total                  0.414          0.118       0.532         0.206
## worst max-delay path by stage
| stage | start | endpoint | depth (start not counted) |
|---|---|---|---|
| global route | curState[2] | validOut | 2 |
| CTS | curState[2] | lfsrEn | 2 |
| finish | curState[2] | validOut | 2 |
## logic make-up after synthesis
kind of cell	share of synthesized area, %
flops	46.5
buf+inv	14.0
simple gates	20.9
compound gates	18.6
## worst max-delay path, cell delays in order (launching register included)
cell and delay, ns:
dfxtp_2 0.31, o21a_1 0.20, buf_2 0.12
## what timing repair did
action,CTS,global route
setup endpoints to repair,7,7
resized,31,0
setup buffers,3,1
hold endpoints to repair,0,0
pin swaps,1,0
## area by class of cell
cell class,count,share of cell area (%)
repair buffers,22,35.4
flip-flops and latches,5,24.1
multi-input cells,15,19.8
well taps,46,13.0
clock buffers,4,5.95
inverters,2,1.70
## layout by cell type, fill, tap and decap left out, drive strengths merged
cell / instances
clkbuf: 4
nand3b: 1
nor2: 1
inv: 2
a21oi: 3
clkdlybuf4s50: 2
buf: 17
o21a: 1
dlygate4sd2: 3
dfxtp: 5
nand2: 4
a211o: 1
a21o: 1
nand2b: 3
No activity file was given, so power comes from the tool's default toggle rates.
